==> design/flow/design.v <==
module INT32_to_FP16(
    input  [31:0] int32_val,
    output [15:0] fp16_val
);
integer i;
wire  [4:0] exponent;
wire [10:0] mantissa;
reg   [4:0] MSO;
assign fp16_val = {exponent, mantissa};
assign exponent = MSO;
assign mantissa = int32_val[MSO -: 11];
always @(*) begin
    casex (int32_val)
        32'b1xxxxxxxxxxxxxxxxxxxxxxxxxxxxxxx: MSO = 5'd31;
        32'b01xxxxxxxxxxxxxxxxxxxxxxxxxxxxxx: MSO = 5'd30;
        32'b001xxxxxxxxxxxxxxxxxxxxxxxxxxxxx: MSO = 5'd29;
        32'b0001xxxxxxxxxxxxxxxxxxxxxxxxxxxx: MSO = 5'd28;
        32'b00001xxxxxxxxxxxxxxxxxxxxxxxxxxx: MSO = 5'd27;
        32'b000001xxxxxxxxxxxxxxxxxxxxxxxxxx: MSO = 5'd26;
        32'b0000001xxxxxxxxxxxxxxxxxxxxxxxxx: MSO = 5'd25;
        32'b00000001xxxxxxxxxxxxxxxxxxxxxxxx: MSO = 5'd24;
        32'b000000001xxxxxxxxxxxxxxxxxxxxxxx: MSO = 5'd23;
        32'b0000000001xxxxxxxxxxxxxxxxxxxxxx: MSO = 5'd22;
        32'b00000000001xxxxxxxxxxxxxxxxxxxxx: MSO = 5'd21;
        32'b000000000001xxxxxxxxxxxxxxxxxxxx: MSO = 5'd20;
        32'b00000000000001xxxxxxxxxxxxxxxxxx: MSO = 5'd19;
        32'b000000000000001xxxxxxxxxxxxxxxxx: MSO = 5'd18;
        32'b0000000000000001xxxxxxxxxxxxxxxx: MSO = 5'd17;
        32'b00000000000000001xxxxxxxxxxxxxxx: MSO = 5'd16;
        32'b000000000000000001xxxxxxxxxxxxxx: MSO = 5'd15;
        32'b0000000000000000001xxxxxxxxxxxxx: MSO = 5'd14;
        32'b00000000000000000001xxxxxxxxxxxx: MSO = 5'd13;
        32'b000000000000000000001xxxxxxxxxxx: MSO = 5'd12;
        32'b0000000000000000000001xxxxxxxxxx: MSO = 5'd11;
        default: MSO = 5'd10;
    endcase
end
endmodule
==> design/flow/run.sh <==
#!/bin/bash
# OpenROAD 26Q1-2900-gdf79404cd8, Yosys 0.63+post, stock flow scripts
make -C /OpenROAD-flow-scripts/flow DESIGN_CONFIG=/design/flow/config.mk WORK_HOME=/design/flow/orfs finish
==> design/flow/config.mk <==
export PLATFORM = sky130hd
export DESIGN_NAME = INT32_to_FP16
export DESIGN_NICKNAME = INT32_to_FP16
export VERILOG_FILES = /design/flow/design.v
export SDC_FILE = /design/flow/constraint.sdc
export NUM_CORES = 4
export LEC_CHECK = 1
export CORE_AREA = 10 10 113 113
export DIE_AREA = 0 0 123 123
==> design/flow/constraint.sdc <==
current_design INT32_to_FP16

set clk_period 14.5
set clk_io_pct 0.2

create_clock -name clk0 -period $clk_period

set non_clock_inputs [all_inputs -no_clocks]
set_input_delay [expr $clk_period * $clk_io_pct] -clock clk0 $non_clock_inputs
set_output_delay [expr $clk_period * $clk_io_pct] -clock clk0 [all_outputs]
==> job_summary.md <==
## Implementation flow summary

| Metric | Value |
|---|---|
| Post-cts gate resize count | `0` |
| Mapped cell area | `1990 sq um` |
| XORs/XNORs by Area | `0%` |
| Met3 routed WL | `664 um` |
| Final hold vios | `0` |
| Comb area leader | `AND-OR/OR-AND gates` |
| Status | `complete, no violations` |
| CP Cell Sequence | `clkdlybuf4s50_1, nor4_4, nand2_1, nor3_2, o211a_2, nand2_4, inv_2, ha_1, a21boi_0, a31oi_1, nand4_1, a31oi_1, a22oi_1, and2_1, a211oi_1, a2111oi_1, clkdlybuf4s50_1` |
| Lkg Pwr | `0.875 nW` |
| Area grow syn2layout | `25.8%` |
| Slowest CP cell | `nor4_4` |
| Reg area | `0 sq um` |
| DRC | `0` |
| HPWL after DPL | `6440 um` |
| Post-DR vias/cell | `5.58` |
| Row count | `37` |
| Power density cells | `34.2 nW/um^2` |
| Chip Area, Yosys | `1990 sq um` |
| Register share after synthesis | `0%` |
| Critical Path RT | `11.60 ns` |
| Cycle use final | `76.0%` |
| Initial core utilization | `19.2%` |
| Synth warn | `1` |
| Max Slew Vio Count | `0` |
| Met2 wire length | `3780 um` |
| Wirelength per Cell | `18.0 um` |
| Clock power frac | `0%` |
| Die Wd | `123 um` |
| Vias in the first global route | `2387` |
| Endpoints failing setup | `0` |
| Crit path arrival time | `8.12 ns` |
| Final ANT Viol Nets | `0` |
| Routed wire length | `8100 um` |
| Worst Hold Depth | `6` |
| Total GRT Usage | `10.5%` |
| Peak supply drop | `0.0114 mV` |
| Hold path startpoint | `int32_val[0]` |
| Initial DRC Count | `307` |
| Hold_buf cts | `0` |
| Fmax achieved | `90.8 MHz` |
| Flop count | `0` |
| Diode count | `0` |
| Relative slew slack | `51.1%` |
| Logic pwr share | `100.0%` |
| Final setup TNS | `0 ns` |
| Crit. End Element | `primary output` |
| Post-route minimum period | `11.02 ns` |
| Core box area | `10300 sq um` |
| Comb area | `1780 sq um` |
| Clock buffer count | `0` |
| Highest metal layer with signal wires | `met4` |
| Total tool warning count | `32` |
| Share of cells above drive strength 1 | `7.96%` |
| Post-synthesis cell count | `289` |
| Simple Share, Synth | `29.2%` |
| Psw | `0.0442 mW` |
| AO/OA Area Share | `44.2%` |
| GPL Wtd Cong | `1.03` |
| Initial antenna violation count | `0` |
| Hold endpoint | `fp16_val[0]` |
| Crit-path max cell delay | `0.59 ns` |
| GR Overflow Total | `0` |
| First-pass DRT Iterations | `4` |
| Routed via count | `2509` |
| First-pass GRT wire length | `13100 um` |
| FILL cells | `1117` |
| CP Launch Type | `input pin` |
| Die H | `123 um` |
| Max Cap Violations | `0` |
| Post-CTS Setup Bufs | `0` |
| Buf/Inv on CP | `3` |
| Unrepaired setup endpoints after global routing | `false` |
| Crit Path Max Fanout | `16` |
| Reg power frac | `0%` |
| Met1 Routed Length | `3530 um` |
| Distinct cells, synth | `69` |
| Switching share of power | `51.7%` |
| Yosys cell count | `289` |
| Largest net degree at the start of global routing | `34` |
| Hold Slack | `7.07 ns` |
| Setup CP Type | `input pin to primary output` |
| Yosys adder share | `0.630%` |
| Count of input and output buffers | `48` |
| Mux frac, synth | `15.7%` |
| IO Pins | `48` |
| Cell Int Power | `0.0413 mW` |
| Slew @ Worst Pin | `0.731 ns` |
| Worst min path class | `input pin to primary output` |
| Die area | `15100 sq um` |
| Largest delay contributor family on the critical path | `simple AND/OR/NAND/NOR gates` |
| Syn avg cell area | `6.88 sq um` |
==> cells by family after synthesis <==
family	count (synthesis)
compound gates	115
fa+ha+maj	1
buf+inv	38
mux	27
simple gates	108
==> how the worst max path moves through the flow <==
stage                         start          end  slack, ns  cells past startpoint
final                 int32_val[29]  fp16_val[4]       3.48                     17
after global routing  int32_val[29]  fp16_val[0]       3.03                     17
after CTS             int32_val[23]  fp16_val[4]       3.51                     17
==> power by group through the flow <==
stage	registers (mW)	clock network (mW)	logic [mW]
after CTS	0	0	0.0852
final	0	0	0.0855
after global routing	0	0	0.0931
==> stage by stage <==
stage | std cells | utilization, % | setup WS (ns) | power, mW | instance area [sq um]
floorplan | 289 | - | 5.41 | 0.0490 | 1990
global placement | 450 | 24.2 | 3.67 | 0.0849 | 2500
detailed placement | 450 | 24.2 | 3.52 | 0.0846 | 2500
CTS | 450 | 24.2 | 3.51 | 0.0852 | 2500
global route | 450 | 24.2 | 3.03 | 0.0931 | 2500
finish | 450 | 24.2 | 3.48 | 0.0855 | 2500
==> placed cells by master, fill, tap and decap left out, types with 3 or more instances in the layout <==
| cell | n |
|---|---|
| clkdlybuf4s50_1 | 48 |
| nand2_1 | 28 |
| nor2_1 | 20 |
| mux2i_1 | 20 |
| a21oi_1 | 19 |
| nand3_1 | 13 |
| o21ai_0 | 12 |
| inv_1 | 11 |
| nor3_1 | 10 |
| a31oi_1 | 10 |
| a22o_1 | 10 |
| a211oi_1 | 7 |
| and2_1 | 6 |
| a22oi_1 | 6 |
| and3_1 | 5 |
| or3_1 | 4 |
| nor4_1 | 4 |
| a221oi_1 | 4 |
| o211ai_1 | 3 |
| a21boi_0 | 3 |
| o21ai_1 | 3 |
| o21a_1 | 3 |
| mux2_2 | 3 |
| mux4_2 | 3 |
| o31ai_1 | 3 |
==> synthesized netlist by cell type, types with 2 or more instances <==
cell type / number / area, sq um
nand2_1: 28 / 105
mux2i_1: 20 / 200
nor2_1: 20 / 75.1
a21oi_1: 19 / 95.1
nand3_1: 13 / 65.1
o21ai_0: 12 / 60.1
inv_1: 11 / 41.3
a22o_1: 10 / 87.6
a31oi_1: 10 / 62.6
nor3_1: 10 / 50.1
buf_2: 9 / 45.0
clkbuf_1: 9 / 33.8
a211oi_1: 7 / 52.6
a22oi_1: 6 / 45.0
and2_1: 6 / 37.5
buf_6: 6 / 67.6
and3_1: 5 / 31.3
a221oi_1: 4 / 35.0
nor4_1: 4 / 25.0
or3_1: 4 / 25.0
a21boi_0: 3 / 22.5
mux2_2: 3 / 33.8
mux4_2: 3 / 67.6
o211ai_1: 3 / 22.5
o21a_1: 3 / 22.5
o21ai_1: 3 / 15.0
o31ai_1: 3 / 22.5
a2111o_1: 2 / 22.5
a211o_1: 2 / 17.5
a221o_1: 2 / 20.0
a2bb2oi_1: 2 / 17.5
a311o_1: 2 / 20.0
a311oi_1: 2 / 17.5
nand2b_1: 2 / 12.5
nor2b_1: 2 / 12.5
nor4_2: 2 / 25.0
o2111ai_1: 2 / 17.5
o22ai_1: 2 / 12.5
o41a_1: 2 / 22.5
or2_2: 2 / 12.5
==> area by class of cell <==
class | count | area share, %
timing repair buffer | 50 | 19.8
inverter | 13 | 2.00
multi-input combinational | 251 | 71.4
tap | 136 | 6.81
==> per-layer routing <==
| metal | track usage [%] | vias to the layer above |
|---|---|---|
| li1 | - | 1200 |
| met1 | 14.4 | 1174 |
| met2 | 17.1 | 124 |
| met4 | 1.31 | 0 |
| met5 | 0 | - |
| met3 | 2.13 | 11 |
Power is estimated from default activity; no workload was simulated.
